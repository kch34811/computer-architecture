==> flow/design.v <==
module ControlUnit (input [6:0] part_of_inst,
                    output reg is_jal,
                    output reg is_jalr,
                    output reg branch,
                    output reg mem_read,
                    output reg mem_to_reg,
                    output reg mem_write,
                    output reg alu_src,
                    output reg write_enable,
                    output reg pc_to_reg,
                    output reg is_ecall);
    always @(part_of_inst) begin
        is_jal = 1'b0;
        is_jalr = 1'b0;
        branch = 1'b0;
        mem_read = 1'b0;
        mem_to_reg = 1'b0;
        mem_write = 1'b0;
        alu_src = 1'b0;
        write_enable = 1'b0;
        pc_to_reg = 1'b0;
        is_ecall = 1'b0;
        if (part_of_inst == 7'b1101111) begin
            is_jal = 1'b1;
            pc_to_reg = 1'b1;
        end
        if (part_of_inst == 7'b1100111) begin
            is_jalr = 1'b1;
            pc_to_reg = 1'b1;
        end
        if (part_of_inst == 7'b0000011) begin  
            mem_read = 1'b1;
            mem_to_reg = 1'b1;
        end
        if (part_of_inst == 7'b0100011) begin 
            mem_write = 1'b1;
        end
        if (part_of_inst != 7'b0110011 && part_of_inst != 7'b1100011) begin  
            alu_src = 1'b1;
        end
        if(part_of_inst != 7'b0100011 && part_of_inst != 7'b1100011) begin
            write_enable = 1'b1;
        end
        if(part_of_inst == 7'b1100011) begin
            branch = 1'b1;
        end
        if(part_of_inst == 7'b1110011) begin
            is_ecall = 1'b1;
        end
    end
endmodule
==> flow/config.mk <==
export PLATFORM = sky130hd
export DESIGN_NAME = ControlUnit
export DESIGN_NICKNAME = ControlUnit
export VERILOG_FILES = /design/flow/design.v
export SDC_FILE = /design/flow/constraint.sdc
export NUM_CORES = 4
export LEC_CHECK = 1
export CORE_AREA = 10 10 70 70
export DIE_AREA = 0 0 80 80
==> flow/constraint.sdc <==
current_design ControlUnit

set clk_period 1.6
set clk_io_pct 0.2

create_clock -name clk0 -period $clk_period

set non_clock_inputs [all_inputs -no_clocks]
set_input_delay [expr $clk_period * $clk_io_pct] -clock clk0 $non_clock_inputs
set_output_delay [expr $clk_period * $clk_io_pct] -clock clk0 [all_outputs]
==> flow/run.sh <==
#!/bin/bash
# OpenROAD 26Q1-2900-gdf79404cd8, Yosys 0.63+post, stock flow scripts
make -C /OpenROAD-flow-scripts/flow DESIGN_CONFIG=/design/flow/config.mk WORK_HOME=/design/flow/orfs finish
==> reports/results.ini <==
[global_routing]
track_usage = 0.0252
grt_pass1_vias = 242
grt_pass1_wl_um = 1310
grt_max_degree = 7
antenna_found_initial = 0
grt_overflow = 0

[setup_path]
critPathRequiredTime_ns = 1.28
cp.depth = 5
timing.critical_path.cells = buf_6 > nand4bb_4 > buf_6 > or3b_1 > buf_2
path_class = input port to output pin
cpPeakStageDelay_ns = 0.37
endpoint_kind = output pin
crit_path_start = part_of_inst[2]
crit_family = simple AND/OR/NAND/NOR gates
cp_max_fo = 3
slowest_stage = or3b_1
cp_data_arrival_time_ns = 1.29
cp-endpoint = write_enable
cp_common_cell = buf_6
critPathLaunchType = input port
critPathBufInv = 3

[pwr]
p_sw_frac = 0.396
power.density_nw_per_um2 = 129
share_comb_of_total_power = 1.000
switchingPower_mw = 0.0200
ir_drop_mv = 0.0255
power.leakage_nw = 0.165
sequentialPowerShare = 0
p_clk_frac = 0
cellInternalPower_mw = 0.0305
power_mw = 0.0505

[finish]
nClkBuffers = 0
area_delta_synth_final_pct = 228
regArea_um2 = 0
drive_gt1_frac = 0.619
flops = 0

[sta]
finalWorstSetupSlack_ns = -0.00816
slew_violations = 0
rsz0062_at_grt = true
hold_violations = 0
timing.fmax_ghz = 0.622
worst_pin_slew_ns = 0.205
maxSlewHeadroom = 0.862
min_period_ns = 1.61
setup_viol = 1
finalClockPeriodUsage = 1.01
hold_slack_ns = 0.937

[floorplan]
rows = 21
dieArea_um2 = 6400
core_um2 = 3420
die_y_um = 80
fp_util = 0.0348
ios = 17
die_w_um = 80

[logic_synthesis]
ys_seq_frac = 0
syn_area_per_cell_um2 = 7.43
yosysChipArea_um2 = 119
yosysTopAreaCell = nand4bb_4
syn-cell-area_um2 = 119
ys_warn_count = 1
synthCells = 16
synth_stat.cells = 16
area_leaders = nand4bb_4 23%, or3b_1 15%, nor2_1 9.5%
ys_types = 11
synth.top_cell.area_share = 0.232

[worst_hold_path]
worstHoldPathType = input port to output pin

[route]
first_pass_iters = 2
diodes = 0
drc = 0
vias = 212
drt_iter0_drc = 2
totalWireLength_um = 769
antenna_left = 0
vias_per_cell = 2.41
detail_route.wl_per_cell_um = 8.74

[outcome]
violations = setup timing
status = complete, but fails checks

[job]
drv_cap = 0
tool_warnings = 34

[placed_design]
gp_congestion = 0.721
io_buffers = 17
dpl.hpwl_um = 658

[cts]
cts_hold_buf = 0

cell families after synthesis:
| logic type | synth area share |
|---|---|
| simple gates | 0.832 |
| xor+xnor | 0.0737 |
| buf+inv | 0.0947 |
routing by layer:
metal / global-route usage / routed length (µm)
met3: 0.0102 / 84
met5: 0 / 0
met1: 0.0323 / 350
met2: 0.0409 / 335
met4: 0 / 0
worst min-delay path by stage:
stage | slack, ns | start | depth (start not counted) | endpoint
finish | 0.94 | part_of_inst[5] | 3 | mem_read
global route | 0.96 | part_of_inst[6] | 3 | mem_read
CTS | 0.94 | part_of_inst[6] | 3 | mem_read
per-stage QoR:
stage                      util  setup WS (ns)  instances  cell area [µm²]   TNS, ns
final                     0.114       -0.00816         88              390  -0.00816
after global routing      0.114        -0.0665         88              390    -0.159
after CTS                 0.117        -0.0954         90              399    -0.151
after detailed placement  0.106         -0.605         81              362     -5.23
after global placement    0.106         -0.575         81              362     -4.95
after floorplan               -          0.389         16              119         0
layout make-up:
cell class / count / area (µm²)
fillers: 404 / 3030
inverters: 1 / 3.75
multi-input cells: 14 / 129
well taps: 46 / 57.6
repair buffers: 27 / 200
repair_timing:
item	CTS	global route
gates cloned	0	0
endpoints found under the setup margin	10	6
pin swaps	9	4
resized	60	2
setup buffers	9	1
placed cells by master, fill, tap and decap left out:
cell type and n:
nor4b_2 1, nor4_4 1, dlygate4sd2_1 3, buf_4 7
nand3b_1 1, buf_2 11, nand3_1 2, xnor2_1 1
or3b_1 2, clkdlybuf4s15_1 1, nand4bb_4 1, inv_1 1
buf_6 5, nor2_1 3, nor3_1 2
tightest hold or removal path, cell delays in order:
cell    delay [ns]
buf_2         0.14
nor4_4        0.06
buf_2         0.10
cells in the mapped netlist:
| library cell | instances |
|---|---|
| xnor2_1 | 1 |
| nand3_1 | 2 |
| nor4b_1 | 1 |
| buf_4 | 1 |
| nand3b_1 | 1 |
| nor2_1 | 3 |
| inv_1 | 1 |
| nand4bb_4 | 1 |
| nor3_1 | 2 |
| nor4_1 | 1 |
| or3b_1 | 2 |
power by group through the flow:
stage	registers, mW	logic, mW	clock network, mW
finish	0	0.0505	0
global route	0	0.0557	0
CTS	0	0.0515	0
Power and IR drop assume default switching activity.
